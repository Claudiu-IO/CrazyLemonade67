<file path="/design/flow/design.v">
module butoane(
    input clk,
    input btn_in,
    output reg btn_out
);
    parameter TIMER_LIMIT = 1000000;  
    reg [19:0] counter = 0;
    reg btn_prev = 0;
    reg btn_stable = 0;
    always @(posedge clk) begin
        if (btn_in == btn_stable) counter <= 0;
        else begin
            counter <= counter + 1;
            if (counter == TIMER_LIMIT) begin
                btn_stable <= btn_in;
                counter <= 0;
            end
        end
        btn_prev <= btn_stable;
        if (btn_stable == 1 && btn_prev == 0) btn_out <= 1;
        else btn_out <= 0;
    end
endmodule
</file>
<file path="/design/flow/run.sh">
#!/bin/bash
# OpenROAD 26Q1-2900-gdf79404cd8, Yosys 0.63+post, stock flow scripts
make -C /OpenROAD-flow-scripts/flow DESIGN_CONFIG=/design/flow/config.mk WORK_HOME=/design/flow/orfs finish
</file>
<file path="/design/flow/config.mk">
export PLATFORM = sky130hd
export DESIGN_NAME = butoane
export DESIGN_NICKNAME = butoane
export VERILOG_FILES = /design/flow/design.v
export SDC_FILE = /design/flow/constraint.sdc
export NUM_CORES = 4
export LEC_CHECK = 1
export CORE_AREA = 10 10 102 102
export DIE_AREA = 0 0 112 112
</file>
<file path="/design/flow/constraint.sdc">
current_design butoane

set clk_period 4.2
set clk_io_pct 0.2

create_clock -name clk0 -period $clk_period [get_ports {clk}]

set non_clock_inputs [all_inputs -no_clocks]
set_input_delay [expr $clk_period * $clk_io_pct] -clock clk0 $non_clock_inputs
set_output_delay [expr $clk_period * $clk_io_pct] -clock clk0 [all_outputs]
</file>
==> results.toml <==
# physical design summary
[detailed_routing]
initialDrtViolationCount = 66
viasPerCell = 3.464
diodes = 0
first_pass_iters = 4
drc = 0
drt_wl_total_um = 1872
wl_per_cell_um = 8.432
vias = 769
ant_nets = 0

[global_routing]
grt_max_degree = 20
antenna_found_initial = 0
overflow = 0
grt_usage_pct = 2.980
grt_pass1_wl_um = 3270
grt_pass1_vias = 701

[final_timing]
post-route-period-util_pct = 48.85
finalCriticalPeriod_ns = 2.052
holdWs_ns = 0.3873
setup-tns-final_ns = 0
slew_headroom_pct = 78.21
hold_viol_final = 0
worstMarginPinSlew_ns = 0.3258
rsz0062_at_grt = "false"
max_freq_ghz = 0.4874
setup_viol = 0
drv_slew = 0
fin_skew_ns = 0.003873

[yosys]
ys_types = 28
ys.flops = 23
top_cell_area_share_pct = 41.95
yosys-stat-area_um2 = 1050
synthCells = 111
yosysTopAreaCell = "dfxtp_1"
yosysWarnings = 1
ys_seq_share_pct = 44.82
area_leaders = "dfxtp_1 42%, xnor2_1 8.3%, nor2_1 6.4%, xor2_1 4.2%, nand4_1 3.6%"
ys_cells = 111
synthesis.area_um2 = 1050
synth.avg_cell_area_um2 = 9.457

[setup_path]
critPathBufInv = 0
r2r_setup_slack_ns = 2.15
critPathMaxFanout = 5
r2r_start = "counter[0]$_SDFF_PP0_"
cp_data_arrival_time_ns = 2.25
critical_path.cell_chain = "ha_1 > nand3_1 > or4_1 > or3_1 > a21oi_1"
timing.rr.end = "counter[18]$_SDFF_PP0_"
worst_path_max_delay_cell = "or4_1"
ff2ff_path_depth = 5
cp-start-kind = "flop"
path_class = "flop to flop"
cp_data_required_time_ns = 4.39
critical-path-top-delay-family = "simple AND/OR/NAND/NOR gates"
slowest_delay_ns = 0.65
end_kind = "flop"

[clocking]
clockBufferDepth = 2
post_cts_buffers = 0
clock-root-buffer = "clkbuf_8"
cts_tree = "yes"
cts_buffers = 3
ctsHoldBuffers = 0
numClockSinks = 23
clk_pin_slew_ns = 0.08
post_cts_resized = 0
cts_max_level = 1
clkLatencyLatePin_ns = 0.26

[layout]
final_cell_area_um2 = 1242
area.growth.synth_to_final_pct = 18.36
fillers = 889
drive_gt1_share_pct = 7.692

[status]
status = "complete, no violations"

[hold_path]
holdCritStartpoint = "btn_prev$_DFF_P_"
holdCritPathClass = "flop to flop"
worst_hold_path.endpoint = "btn_out$_DFF_P_"
min_delay_path_depth = 1

[floorplan]
rows = 33
fp_util_pct = 12.78
die_y_um = 112
pin_count = 3
die-area_um2 = 12540
core_um2 = 8217
die_w_um = 112

[power]
leakage_nw = 0.3555
vdd_drop_max_mv = 0.1130
power_density_nw_per_um2 = 298.9

[placed_design]
dpl_cell_area_um2 = 1197
dpl.hpwl_um = 1342
port_buffers = 2
gp_congestion = 0.7651

[run]
max_cap_violations = 0
warnings = 26
==> report_power, final <==
part,leakage [nW],internal [mW],total (mW),switching [mW]
Sequential,0.187,0.222,0.225,0.00334
Combinational,0.145,0.00546,0.0120,0.00650
Clock,0.0228,0.0676,0.134,0.0667
Total,0.356,0.295,0.371,0.0766
==> per-stage QoR <==
stage               total power, mW  cells  util (%)  setup slack, ns
floorplan                    0.2384    111         -            2.349
global placement             0.2418    218     14.57            2.051
detailed placement           0.2420    218     14.57            2.006
CTS                          0.3783    222     15.12            2.162
global route                 0.3877    222     15.12            2.030
finish                       0.3714    222     15.12            2.148
==> synthesized netlist by cell type, drive strengths merged <==
| master | count |
|---|---|
| xnor2 | 10 |
| nor4 | 3 |
| or4b | 1 |
| o41ai | 1 |
| dfxtp | 22 |
| nand3 | 6 |
| o31ai | 1 |
| buf | 1 |
| nand3b | 1 |
| or3 | 4 |
| xor2 | 5 |
| a21oi | 4 |
| nand4 | 6 |
| ha | 2 |
| o21ai | 3 |
| nor3 | 3 |
| nor4b | 1 |
| nor2 | 18 |
| and3 | 2 |
| nand4b | 1 |
| edfxtp | 1 |
| or4 | 4 |
| nand2 | 4 |
| nor2b | 2 |
| inv | 5 |
==> how the worst max path moves through the flow <==
stage / from / to / slack, ns / cells past startpoint
5_1_grt: counter[0]$_SDFF_PP0_ / counter[18]$_SDFF_PP0_ / 2.03 / 5
4_1_cts: counter[0]$_SDFF_PP0_ / counter[18]$_SDFF_PP0_ / 2.16 / 5
6_report: counter[0]$_SDFF_PP0_ / counter[18]$_SDFF_PP0_ / 2.15 / 5
==> layout make-up <==
type                       instances  area (um2)  area share, %
clock buffer                       4       45.04          3.625
inverter                           5       18.77          1.511
multi-input combinational         82       549.3          44.21
tap                              105       131.4          10.57
sequential                        23       470.5          37.87
timing repair buffer               3       27.53          2.216
==> layout by cell type (no fill, tap or decap), drive strengths merged <==
cell type      netlist  final
or3                  4      4
nand3                6      6
nand2                4      4
a21oi                4      4
ha                   2      2
nor2b                2      2
o21ai                3      3
xnor2               10     10
edfxtp               1      1
o41ai                1      1
and3                 2      2
inv                  5      5
nand4                6      6
clkbuf               0      4
xor2                 5      5
nor4b                1      1
o31ai                1      1
nor3                 3      3
nor4                 3      3
nand4b               1      1
nor2                18     18
buf                  1      1
dfxtp               22     22
or4b                 1      1
or4                  4      4
nand3b               1      1
clkdlybuf4s50        0      2
==> sequential cells by signal, summed over array words and instances, names as in the netlist <==
signal,cells
counter,20
btn_out,1
btn_prev,1
btn_stable,1
==> kinds of logic (layout without fill, tap and decap cells) <==
kind of cell	after synthesis	after routing	synth area share, %
adders and majority gates	2	2	2.383
buffers and inverters	6	12	2.861
and+or+nand+nor	56	56	30.39
DFF	23	23	44.82
AOI/OAI and AO/OA	9	9	7.032
xor gates and xnor gates	15	15	12.51
==> metal layers <==
layer | global-route usage (%) | wire, um
met5 | 0 | 0
met1 | 4.424 | 1034
met3 | 1.357 | 82
met2 | 4.040 | 755
met4 | 0.08460 | 0
Power figures rest on the tool's default switching activity, not on a simulated workload.
