**design/flow/run.sh**
```bash
#!/bin/bash
# OpenROAD 26Q1-2900-gdf79404cd8, Yosys 0.63+post, stock flow scripts
make -C /OpenROAD-flow-scripts/flow DESIGN_CONFIG=/design/flow/config.mk WORK_HOME=/design/flow/orfs finish
```
**design/flow/config.mk**
```make
export PLATFORM = sky130hd
export DESIGN_NAME = clock_pulse
export DESIGN_NICKNAME = clock_pulse
export VERILOG_FILES = /design/flow/design.v
export SDC_FILE = /design/flow/constraint.sdc
export NUM_CORES = 4
export LEC_CHECK = 1
export CORE_AREA = 10 10 107 107
export DIE_AREA = 0 0 117 117
```
**design/flow/constraint.sdc**
```tcl
current_design clock_pulse

set clk_period 5.8
set clk_io_pct 0.2

create_clock -name clk0 -period $clk_period [get_ports {clk}]

set non_clock_inputs [all_inputs -no_clocks]
set_input_delay [expr $clk_period * $clk_io_pct] -clock clk0 $non_clock_inputs
set_output_delay [expr $clk_period * $clk_io_pct] -clock clk0 [all_outputs]
```
**design/flow/design.v**
```verilog
module clock_pulse #(
    parameter COUNT_MAX = 100000000
)(
    input clk,
    output reg tick
);
    reg [31:0] counter = 0;
    always @(posedge clk) begin
        if (counter == COUNT_MAX - 1) begin
            counter <= 0;
            tick <= 1;
        end else begin
            counter <= counter + 1;
            tick <= 0;
        end
    end
endmodule
```
==> impl_metrics.tcl <==
# implementation run metrics
set metrics [dict create \
    via_to_cell_ratio 3.876 \
    timing.final.max_slew_violations 0 \
    pre_cts_slack_ns 3.626 \
    synth_top_flop_cell "sky130_fd_sc_hd__dfxtp_1" \
    clock_latency_on_the_worst_skew_pair_ns 0.28 \
    unrepaired_setup_endpoints_after_global_routing "false" \
    clock_path_buffers 2 \
    cp_num_cells 1 \
    distinct_cells_synth 28 \
    finalHoldViolations 0 \
    worst-r2r-cell-count 5 \
    ctsResizeCount 0 \
    layout_cells_sized_above_1_pct 8.187 \
    synth.cellmix.compoundShare_pct 7.938 \
    crit_chain "clkdlybuf4s50_1" \
    fp_util_pct 15.77 \
    crit_slowest_cell "sky130_fd_sc_hd__clkdlybuf4s50_1" \
    cts.hold.buffers_added 0 \
    end_kind "output port" \
    yosysChipArea_sq_um 1450 \
    design.core.area_sq_um 9196 \
    finalWorstSetupSlack_ns 3.596 \
    cts_root_buffer "sky130_fd_sc_hd__clkbuf_8" \
    synth-simple-area-share_pct 30.20 \
    critical_path_arrival_ns 1.04 \
    critPathRequiredTime_ns 4.64 \
    enable_flop_cells 0 \
    max_slew_margin_pct 49.57 \
    ys_cells 163 \
    synth_top_area_share_pct 45.56 \
    status "finished clean" \
    crit_path_max_incr_delay_ns 0.46 \
    detailed_place_hpwl_um 1940 \
    synth.mux.area_fraction_pct 0 \
    grt_pass1_vias 1040 \
    yosysWarningCount 1 \
    die.size.x_um 117 \
    async_reset_ff_share_pct 0 \
    setup.worst_path.end "tick" \
    critical_path_class "reg -> out" \
    min_period_ns 2.204 \
    placement.io_buffers 1 \
    syn_area_per_cell_sq_um 8.897 \
    top_level_ports 2 \
    parity_gate_share_of_the_synthesized_area_counting_xor_and_xnor_cells_pct 13.89 \
    power_density_nw_per_um2 231.6 \
    netlist_area_sq_um 1450 \
    critical_path.startpoint "tick" \
    synth_seq_share_pct 45.56 \
    skew_ns 0.005142 \
    stage_log_warnings 25 \
    biggest_area_cells "sky130_fd_sc_hd__dfxtp_1, sky130_fd_sc_hd__xnor2_1, sky130_fd_sc_hd__xor2_1" \
    dpl.cell_count 274 \
    n_antenna_cell 0 \
    hold_class "reg -> reg" \
    h_tree_lvls 2 \
    cp_num_buf_inv 1 \
    synth_cells 163 \
    grt_pass1_wl_um 4795 \
    worstMarginPinSlew_ns 0.7536 \
    post_cts_buffers 0 \
    place_congestion 0.9008 \
    top_logic_family "simple AND/OR/NAND/NOR gates" \
    cts_sinks 33 \
    dominant_delay_contributor_by_cell_family_on_the_critical_path "buffers and inverters" \
    path_max_fanout 1 \
    synthDominantAreaCellType "sky130_fd_sc_hd__dfxtp_1" \
    totalNegativeSetupSlack_ns 0 \
    yosys.cell_count.top_type "sky130_fd_sc_hd__dfxtp_1" \
    max-vdd-ir-drop_v 0.0001384 \
    yosys_register_bits 33 \
    grt_overflow 0 \
    route.antenna.remaining_nets 0 \
    clkSlewWorstSetupHoldPaths_ns 0.06 \
    rrSetupSlack_ns 3.61 \
    timing.hold.ws_ns 0.4608 \
    finalClockPeriodUsage_pct 38.01 \
    largest_net_degree_at_the_start_of_global_routing 13 \
    stdcell_count 282 \
    count_of_standard_cell_rows 35 \
    wirelength_um 2698 \
    timing.critical_path.from_type "flip-flop" \
    chipHeight_um 117 \
    drv.max_cap_violation_count 0 \
    tritoncts "yes" \
    remaining_drc_errors 0 \
    cts_made_buffers 5 \
    syn2layout_area_growth_pct 15.44 \
    detail_route.iter0.violations 54 \
    grtUsageTotal_pct 4.270 \
    routedWlPerCell_um 9.567 \
    vias 1093 \
    cellLeakagePower_nw 0.5763 \
    reg2reg_to "counter[3]" \
    max_freq_mhz 453.7 \
    floorplan.die_area_sq_um 13690 \
    final-setup-viol-count 0 \
    grt_antenna_before_repair 0 \
    worstReg2RegStart "counter[25]" \
    synth.top_cells.by_count "sky130_fd_sc_hd__dfxtp_1, sky130_fd_sc_hd__nor2_1, sky130_fd_sc_hd__nand2_1" \
    filler_cell_count_in_the_final_layout 1025 \
    synth.cellmix.adderShare_pct 0.8628 \
    drtPass1Iterations 4 \
]
-- flip-flops by register name, summed over array words and instances, names as in the netlist --
signal	flops
counter	32
tick	1
-- placed cells by master, fill, tap and decap left out, types with 4 or more instances in the layout --
cell,instances
sky130_fd_sc_hd__nor2_1,20
sky130_fd_sc_hd__nand4_1,8
sky130_fd_sc_hd__a22o_1,5
sky130_fd_sc_hd__inv_1,4
sky130_fd_sc_hd__dfxtp_1,33
sky130_fd_sc_hd__clkbuf_8,5
sky130_fd_sc_hd__nand3_1,12
sky130_fd_sc_hd__nor3_1,4
sky130_fd_sc_hd__xor2_1,11
sky130_fd_sc_hd__and3_1,6
sky130_fd_sc_hd__nand2_1,17
sky130_fd_sc_hd__o21ai_0,7
sky130_fd_sc_hd__xnor2_1,12
-- cells by family after synthesis --
logic type | Yosys count
AND-OR/OR-AND | 18
XOR/XNOR | 23
adder cells (fa/ha/maj) | 1
buffers and inverters | 5
flip-flops | 33
AND/OR/NAND/NOR | 83
-- layout make-up --
| class | count | area (sq um) | share of cell area (%) |
|---|---|---|---|
| timing repair buffer | 1 | 10.01 | 0.5979 |
| multi-input combinational | 125 | 767.0 | 45.81 |
| inverter | 4 | 15.01 | 0.8969 |
| sequential | 33 | 660.6 | 39.46 |
| clock buffer | 6 | 72.57 | 4.335 |
| tap | 111 | 138.9 | 8.296 |
| clock inverter | 2 | 10.01 | 0.5979 |
-- routing by layer --
layer  wire [um]  track usage, %  vias up
li1            -               -      587
met2        1071           5.849       15
met1        1476           6.343      485
met5           0               0        -
met4          40          0.9885        0
met3         109           1.393        6
-- where the power goes --
| group | internal [mW] | switching [mW] | total [mW] | leakage (nW) |
|---|---|---|---|---|
| clock | 0.0830 | 0.0782 | 0.161 | 0.0450 |
| combinational | 0 | 0 | 0.000000266 | 0.266 |
| sequential | 0.227 | 0 | 0.227 | 0.266 |
-- per-stage QoR --
step	power [mW]	utilization [%]	cell area, sq um
6_report	0.3878	18.20	1674
5_1_grt	0.4080	18.20	1674
4_1_cts	0.3946	18.20	1674
2_1_floorplan	0.2317	-	1450
3_5_place_dp	0.2317	17.31	1592
3_3_place_gp	0.2317	17.31	1592
-- worst min-delay path by stage --
| stage | from | to | depth (start not counted) |
|---|---|---|---|
| 5_1_grt | counter[31] | counter[31] | 1 |
| 6_report | counter[31] | counter[31] | 1 |
| 4_1_cts | counter[31] | counter[31] | 1 |
No activity file was given, so power comes from the tool's default toggle rates.
